==> design.v <==
module VRF
(
clock, vreg1, vreg2, vregw,
vdataw, VRFWrite, vdata1, vdata2,
v0, v1, v2, v3, reset
);
input clock;
input [1:0] vreg1, vreg2, vregw;
input [31:0] vdataw;
input VRFWrite;
input reset;
output [31:0] vdata1, vdata2;
output [31:0] v0, v1, v2, v3;
reg [31:0] vk0, vk1, vk2, vk3;
reg [31:0] x1, x2;
always @(*)
begin
	case (vreg1)
		0: x1 = vk0;
		1: x1 = vk1;
		2: x1 = vk2;
		3: x1 = vk3;
	endcase
	case (vreg2)
		0: x2 = vk0;
		1: x2 = vk1;
		2: x2 = vk2;
		3: x2 = vk3;
	endcase
end
always @(posedge clock or posedge reset)
begin
	if (reset) begin
		vk0 = 0;
		vk1 = 0;
		vk2 = 0;
		vk3 = 0;
	end	else begin
		if (VRFWrite) begin
			case (vregw)
				0: vk0 = vdataw;
				1: vk1 = vdataw;
				2: vk2 = vdataw;
				3: vk3 = vdataw;
			endcase
		end
	end
end
assign vdata1 = x1;
assign vdata2 = x2;
assign v0 = vk0;
assign v1 = vk1;
assign v2 = vk2;
assign v3 = vk3;
endmodule
==> run.sh <==
#!/bin/bash
# OpenROAD 26Q1-2900-gdf79404cd8, Yosys 0.63+post, stock flow scripts
make -C /OpenROAD-flow-scripts/flow DESIGN_CONFIG=/design/flow/config.mk WORK_HOME=/design/flow/orfs finish
==> config.mk <==
export PLATFORM = sky130hd
export DESIGN_NAME = VRF
export DESIGN_NICKNAME = VRF
export VERILOG_FILES = /design/flow/design.v
export SDC_FILE = /design/flow/constraint.sdc
export NUM_CORES = 4
export LEC_CHECK = 1
export CORE_UTILIZATION = 30
==> constraint.sdc <==
current_design VRF

set clk_period 1.2
set clk_io_pct 0.2

create_clock -name clk0 -period $clk_period [get_ports {clock}]

set non_clock_inputs [all_inputs -no_clocks]
set_input_delay [expr $clk_period * $clk_io_pct] -clock clk0 $non_clock_inputs
set_output_delay [expr $clk_period * $clk_io_pct] -clock clk0 [all_outputs]
==> job_summary.md <==
### Yosys + OpenROAD results

| Metric | Value |
|---|---|
| TritonCTS Buffers | 17 |
| Sequential power share | 0.303 |
| Flop and latch count out of synthesis | 128 |
| YS warnings | 1 |
| Crit. End Element | output pin |
| Cell internal pwr | 14.8 mW |
| Mapped cell area | 6280 um2 |
| Worst-path clk slew | 0.06 ns |
| Cell-by-cell trace of the critical path | buf_6 > mux4_2 > buf_2 |
| Fa+ha+maj area frac | 0 |
| Via-to-Cell Ratio | 4.77 |
| Worst reg2reg path depth | 5 |
| Most frequent cells in the layout | 307 x buf_6, 127 x dfrtp_1, 125 x mux2_2 |
| Run status | finished with violations |
| Post-layout worst setup margin | -0.586 ns |
| Post-detailed-route DRC marker count | 0 |
| Total I/O pin count | 233 |
| Setup crit end | vdata1[3] |
| CP arrival | 1.55 ns |
| Die Height | 147 um |
| Cell count after synthesis | 353 |
| Antenna violations before repair | 1 |
| Max VDD drop | 0.943 mV |
| Max Slew Vio Count | 0 |
| Post-cts hold buffer count | 0 |
| Highest-count logic cell in the final layout | buf_6 |
| Sequential-to-total area share from yosys stat | 0.510 |
| Pin count of the biggest net entering global routing | 57 |
| Late-Pin Clk Latency | 0.41 ns |
| Cycle use final | 1.49 |
| Leak pwr | 5.72 nW |
| Area fraction in and, or, nand and nor cells after synthesis | 0.00518 |
| Failing checks | negative setup slack |
| Average instance area after synthesis | 17.8 um2 |
| WL per Instance | 19.4 um |
| Hold Path Class | in -> async |
| FILL cells | 1506 |
| Clock Tree Root | clkbuf_16 |
| Site Rows | 52 |
| Tally of buffers added on design ports | 232 |
| Number of endpoints failing setup at the final stage | 194 |
| Total congestion overflow | 0 |
| Worst setup slack before clock tree synthesis | -0.630 ns |
| Number of unique standard cell types used by synthesis | 10 |
| Floorplan die area | 21500 um2 |
| Post-synth area from yosys stat | 6280 um2 |
| Number of OpenROAD warnings | 28 |
| Slowest CP cell | mux4_2 |
| Hold Violations, Final | 0 |
| Global-route wire length before repair | 34800 um |
| Launch point of the critical path | vk3[3] |
| Final total negative setup slack | -50.09 ns |
| Worst slew margin relative to its limit | 0.794 |
| Launch instance of the worst register-to-register path | vk1[19] |
| Worst slew pin tran | 0.310 ns |
| Final design utilization | 0.606 |
| Placer congestion estimate | 0.867 |
| Share of post-route cells with drive strength above 1 | 0.812 |
| Max-capacitance violation count | 0 |
| XOR/XNOR Area Share | 0 |
| Power density normalized to cell area | 1580 nW/um2 |
| Violation count after the first detailed-routing iteration | 118 |
| Clock Skews | 0 ns |
| Kind of start point of the critical path | flop |
| Via count | 5536 |
| Initial DRT Pass Iterations | 4 |
| Post-synthesis cell count from yosys | 353 |
| Shortest period the worst path allows | 1.79 ns |
| Category of the most critical setup path | reg -> out |
| End of the worst register-to-register path | vk1[19] |
| Data required, critical path | 0.96 ns |
| RSZ-0062 raised after global routing | true |
| Comb pwr share | 0.414 |
| Hold Worst Slack | 0.256 ns |
| Final wirelength | 22500 um |
| Post-detailed-placement half-perimeter wirelength | 13400 um |
| CTS sink cnt | 128 |
| Setup slack of the worst register-to-register path | -0.02 ns |
| Clock Power Share | 0.283 |
| Largest fanout on the critical path | 2 |
| Core Box Area | 20400 um2 |
| Number of global-route vias before repair | 6163 |
| Compound-cell area share of the yosys netlist | 0 |
| Horizontal die size | 147 um |
| Count of antenna-violating nets left after detailed routing | 0 |
| Fmax achieved | 560 MHz |
| Top non-seq family | multiplexers |
| Switch Pwr | 4.66 mW |
| Maximum cell stage delay along the critical path | 0.49 ns |
| TritonCTS clock tree | built |
| Area fraction in mux cells | 0.459 |
| Area Overhead vs Synth | 96.4% |
| Tot GR Track Use | 0.222 |
| Switching power as a share of total power | 0.240 |
| Max clock buf depth | 2 |
| Core utilization before placement | 0.308 |
| Maximum level of the CTS H-tree | 4 |
-- worst min-delay path by stage --
stage     start       to  cells after the start
4_1_cts   reset  vk2[19]                      3
5_1_grt   reset  vk2[20]                      3
6_report  reset  vk2[19]                      3
-- synth_stat cells (all sizes together) --
master | number | area, um2
dfrtp | 128 | 3200
mux2 | 128 | 1440
mux4 | 64 | 1440
buf | 28 | 158
nand3b | 2 | 15.0
inv | 1 | 3.75
nand3 | 1 | 5.00
nor3b | 1 | 12.5
-- metrics by stage --
step	total power, mW	instance area [um2]	std cells
floorplan	7.35	6380	353
global placement	11.8	10100	972
detailed placement	11.8	10100	972
CTS	19.1	12200	1157
global route	20.4	12300	1159
finish	19.4	12300	1160
-- sequential cells by signal (all words and copies together), names as in the netlist --
signal  count
vk0        32
vk1        32
vk2        32
vk3        32
-- logic make-up after synthesis --
family	Yosys count
buffers and inverters	29
DFF	128
muxes	192
and+or+nand+nor	4
-- layer usage --
metal,global-route usage,part of all wire
met5,0,0
met1,0.324,0.42
met4,0.0339,0.014
met3,0.0854,0.094
met2,0.336,0.48
-- critical path, delay by kind of cell, from the launching register on --
family / cells / cell delay [ns]
buffers and inverters: 2 / 0.25
DFF: 1 / 0.40
muxes: 1 / 0.49
-- layout make-up --
| class | instances | area [um2] | area share |
|---|---|---|---|
| timing repair buffer | 533 | 5210 | 0.423 |
| antenna | 1 | 2.50 | 0.000203 |
| clock inverter | 10 | 158 | 0.0128 |
| sequential | 128 | 3200 | 0.260 |
| tap | 270 | 338 | 0.0274 |
| clock buffer | 21 | 480 | 0.0390 |
| inverter | 1 | 7.51 | 0.000609 |
| multi-input combinational | 196 | 2930 | 0.238 |
-- power groups by stage --
stage	combinational [mW]	clock [mW]	sequential, mW
finish	8.06	5.50	5.89
global route	8.59	5.81	5.99
CTS	7.70	5.62	5.83
-- repair_timing --
item	4_1_cts	5_1_grt
endpoints found under the setup margin	320	197
pin swaps	0	1
buffers inserted	174	72
cloned	1	1
gates resized	793	158
Power is estimated from default activity; no workload was simulated.
